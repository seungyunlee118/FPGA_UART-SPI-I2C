--- /design/flow/design.v ---
`timescale 1ns / 1ps
module baud_gen (
    input  logic        clk,         
    input  logic        reset_n,     
    input  logic [15:0] divisor,     
    output logic        tick         
);
    logic [15:0] counter;
    always_ff @(posedge clk or negedge reset_n) begin
        if (!reset_n) begin
            counter <= '0;
            tick    <= 1'b0;
        end else begin
            if (counter >= divisor) begin
                counter <= '0;
                tick    <= 1'b1;  
            end else begin
                counter <= counter + 1;
                tick    <= 1'b0;
            end
        end
    end
endmodule
`timescale 1ns / 1ps
module fifo #(
    parameter DATA_WIDTH = 8,
    parameter ADDR_WIDTH = 4   
)(
    input  logic                  clk,
    input  logic                  reset_n,
    input  logic                  wr_en,
    input  logic [DATA_WIDTH-1:0] wr_data,
    output logic                  full,
    input  logic                  rd_en,
    output logic [DATA_WIDTH-1:0] rd_data,
    output logic                  empty
);
    logic [DATA_WIDTH-1:0] mem [0:(2**ADDR_WIDTH)-1];
    initial begin
        for (int i = 0; i < (2**ADDR_WIDTH); i++) begin
            mem[i] = '0;
        end
    end
    logic [ADDR_WIDTH:0] wr_ptr, wr_ptr_next;  
    logic [ADDR_WIDTH:0] rd_ptr, rd_ptr_next;
    always_ff @(posedge clk or negedge reset_n) begin
        if (!reset_n) begin
            wr_ptr <= 0;
            rd_ptr <= 0;
        end else begin
            wr_ptr <= wr_ptr_next;
            rd_ptr <= rd_ptr_next;
        end
    end
    always_ff @(posedge clk) begin
        if (wr_en && !full) begin
            mem[wr_ptr[ADDR_WIDTH-1:0]] <= wr_data;
        end
    end
    always_comb begin
        wr_ptr_next = wr_ptr;
        rd_ptr_next = rd_ptr;
        if (wr_en && !full) begin
            wr_ptr_next = wr_ptr + 1;
        end
        if (rd_en && !empty) begin
            rd_ptr_next = rd_ptr + 1;
        end
    end
    assign rd_data = mem[rd_ptr[ADDR_WIDTH-1:0]];
    assign empty = (wr_ptr == rd_ptr);
    assign full = (wr_ptr[ADDR_WIDTH-1:0] == rd_ptr[ADDR_WIDTH-1:0]) &&
                  (wr_ptr[ADDR_WIDTH] != rd_ptr[ADDR_WIDTH]);
endmodule
`timescale 1ns / 1ps
module uart_core (
    input  logic        clk,
    input  logic        reset_n,
    input  logic [15:0] divisor,
    input  logic        rx_pin,
    output logic        tx_pin,
    input  logic        tx_wr_en,
    input  logic [7:0]  tx_wr_data,
    output logic        tx_full,
    input  logic        rx_rd_en,
    output logic [7:0]  rx_rd_data,
    output logic        rx_empty,
    output logic        rx_err  
);
    logic       tick;
    logic       tx_fifo_empty;
    logic [7:0] tx_fifo_out;
    logic       tx_core_start;
    logic       tx_core_done;
    logic       tx_core_busy;
    logic       rx_core_done;
    logic [7:0] rx_core_data;
    logic       rx_core_err;
    baud_gen u_baud_gen (
        .clk(clk), .reset_n(reset_n), .divisor(divisor), .tick(tick)
    );
    fifo #(.DATA_WIDTH(8), .ADDR_WIDTH(4)) u_tx_fifo (
        .clk(clk), .reset_n(reset_n),
        .wr_en(tx_wr_en), .wr_data(tx_wr_data), .full(tx_full),  
        .rd_en(tx_core_done), .rd_data(tx_fifo_out), .empty(tx_fifo_empty)  
    );
    assign tx_core_start = (!tx_fifo_empty) && (!tx_core_busy) && (!tx_core_done);
    uart_tx u_uart_tx (
        .clk(clk), .reset_n(reset_n), .tick(tick),
        .tx_start(tx_core_start), .tx_data(tx_fifo_out),
        .tx_pin(tx_pin), .tx_done(tx_core_done), .tx_busy(tx_core_busy)
    );
    uart_rx u_uart_rx (
        .clk(clk), .reset_n(reset_n), .tick(tick), .rx_pin(rx_pin),
        .rx_done(rx_core_done), .rx_data(rx_core_data), .rx_err(rx_core_err)
    );
    fifo #(.DATA_WIDTH(8), .ADDR_WIDTH(4)) u_rx_fifo (
        .clk(clk), .reset_n(reset_n),
        .wr_en(rx_core_done), .wr_data(rx_core_data), .full(),  
        .rd_en(rx_rd_en), .rd_data(rx_rd_data), .empty(rx_empty)  
    );
    assign rx_err = rx_core_err;
endmodule
`timescale 1ns / 1ps
module uart_rx (
    input  logic       clk,
    input  logic       reset_n,
    input  logic       tick,
    input  logic       rx_pin,
    output logic       rx_done,     
    output logic [7:0] rx_data,
    output logic       rx_err
);
    typedef enum logic [1:0] {IDLE, START, DATA, STOP} state_t;
    state_t state, state_next;
    logic [3:0] tick_cnt, tick_cnt_next;
    logic [2:0] bit_cnt, bit_cnt_next;
    logic [7:0] shift_reg, shift_reg_next;
    logic rx_sync_0, rx_sync_1;
    always_ff @(posedge clk or negedge reset_n) begin
        if (!reset_n) begin
            rx_sync_0 <= 1'b1;
            rx_sync_1 <= 1'b1;
        end else begin
            rx_sync_0 <= rx_pin;
            rx_sync_1 <= rx_sync_0;
        end
    end
    always_ff @(posedge clk or negedge reset_n) begin
        if (!reset_n) begin
            state     <= IDLE;
            tick_cnt  <= 0;
            bit_cnt   <= 0;
            shift_reg <= 0;
            rx_data   <= 0;
            rx_done   <= 0;     
            rx_err    <= 0;
        end else begin
            rx_done <= 0;       
            case (state)
                IDLE: begin
                    if (rx_sync_1 == 1'b0) begin
                        state <= START;
                        tick_cnt <= 0;
                    end
                end
                START: begin
                    if (tick) begin
                        if (tick_cnt == 7) begin
                            if (rx_sync_1 == 1'b0) begin
                                tick_cnt <= 0;
                                bit_cnt  <= 0;
                                state    <= DATA;
                            end else begin
                                state <= IDLE;
                            end
                        end else begin
                            tick_cnt <= tick_cnt + 1;
                        end
                    end
                end
                DATA: begin
                    if (tick) begin
                        if (tick_cnt == 15) begin
                            tick_cnt <= 0;
                            shift_reg <= {rx_sync_1, shift_reg[7:1]};
                            if (bit_cnt == 7) begin
                                state <= STOP;
                            end else begin
                                bit_cnt <= bit_cnt + 1;
                            end
                        end else begin
                            tick_cnt <= tick_cnt + 1;
                        end
                    end
                end
                STOP: begin
                    if (tick) begin
                        if (tick_cnt == 15) begin
                            state <= IDLE;
                            rx_done <= 1'b1;        
                            rx_data <= shift_reg;   
                            if (rx_sync_1 == 1'b0) rx_err <= 1'b1;
                            else                   rx_err <= 1'b0;
                        end else begin
                            tick_cnt <= tick_cnt + 1;
                        end
                    end
                end
            endcase
        end
    end
endmodule
`timescale 1ns / 1ps
module uart_tx (
    input  logic       clk,
    input  logic       reset_n,
    input  logic       tick,       
    input  logic       tx_start,   
    input  logic [7:0] tx_data,    
    output logic       tx_pin,     
    output logic       tx_done,    
    output logic       tx_busy     
);
    typedef enum logic [1:0] {
        IDLE,
        START,
        DATA,
        STOP
    } state_t;
    state_t state, state_next;
    logic [3:0] tick_cnt, tick_cnt_next;  
    logic [2:0] bit_cnt, bit_cnt_next;    
    logic [7:0] shift_reg, shift_reg_next;  
    logic       tx_reg, tx_reg_next;      
    always_ff @(posedge clk or negedge reset_n) begin
        if (!reset_n) begin
            state     <= IDLE;
            tick_cnt  <= 0;
            bit_cnt   <= 0;
            shift_reg <= 0;
            tx_reg    <= 1'b1;  
        end else begin
            state     <= state_next;
            tick_cnt  <= tick_cnt_next;
            bit_cnt   <= bit_cnt_next;
            shift_reg <= shift_reg_next;
            tx_reg    <= tx_reg_next;
        end
    end
    always_comb begin
        state_next     = state;
        tick_cnt_next  = tick_cnt;
        bit_cnt_next   = bit_cnt;
        shift_reg_next = shift_reg;
        tx_reg_next    = tx_reg;
        tx_done = 1'b0;
        tx_busy = 1'b1;  
        case (state)
            IDLE: begin
                tx_busy = 1'b0;
                tx_reg_next = 1'b1;  
                if (tx_start) begin
                    state_next = START;
                    tick_cnt_next = 0;
                    shift_reg_next = tx_data;  
                end
            end
            START: begin
                tx_reg_next = 1'b0;  
                if (tick) begin  
                    if (tick_cnt == 15) begin
                        state_next = DATA;
                        tick_cnt_next = 0;
                        bit_cnt_next = 0;
                    end else begin
                        tick_cnt_next = tick_cnt + 1;
                    end
                end
            end
            DATA: begin
                tx_reg_next = shift_reg[0];  
                if (tick) begin
                    if (tick_cnt == 15) begin
                        tick_cnt_next = 0;
                        shift_reg_next = shift_reg >> 1;  
                        if (bit_cnt == 7) begin  
                            state_next = STOP;
                        end else begin
                            bit_cnt_next = bit_cnt + 1;
                        end
                    end else begin
                        tick_cnt_next = tick_cnt + 1;
                    end
                end
            end
            STOP: begin
                tx_reg_next = 1'b1;  
                if (tick) begin
                    if (tick_cnt == 15) begin  
                        state_next = IDLE;
                        tx_done = 1'b1;  
                    end else begin
                        tick_cnt_next = tick_cnt + 1;
                    end
                end
            end
        endcase
    end
    assign tx_pin = tx_reg;
endmodule
--- /design/flow/run.sh ---
#!/bin/bash
# OpenROAD 26Q1-2900-gdf79404cd8, Yosys 0.63+post, stock flow scripts
make -C /OpenROAD-flow-scripts/flow DESIGN_CONFIG=/design/flow/config.mk WORK_HOME=/design/flow/orfs finish
--- /design/flow/constraint.sdc ---
current_design uart_core

set clk_period 5.0
set clk_io_pct 0.2

create_clock -name clk0 -period $clk_period [get_ports {clk}]

set non_clock_inputs [all_inputs -no_clocks]
set_input_delay [expr $clk_period * $clk_io_pct] -clock clk0 $non_clock_inputs
set_output_delay [expr $clk_period * $clk_io_pct] -clock clk0 [all_outputs]
--- /design/flow/config.mk ---
export PLATFORM = sky130hd
export DESIGN_NAME = uart_core
export DESIGN_NICKNAME = uart_core
export VERILOG_FILES = /design/flow/design.v
export SDC_FILE = /design/flow/constraint.sdc
export NUM_CORES = 4
export LEC_CHECK = 1
export CORE_UTILIZATION = 40
==> notes.md <==
The run has ended; figures from its reports follow.

The run finished with clean final reports. The overall overflow remaining after global route is 0. In the synthesized netlist the async set-or-reset flop fraction comes to 0.256.

The analysis attributes to cell leakage a power of 0.00559 uW. The number of H-tree branching levels is 2. The total power divided by cell area is 390 nW/um2. The number of setup violations in the final report came out at 0. The cell count of the worst reg-to-reg path is 5. The first TritonRoute pass finished after 17 iterations. The number of diodes is 0. The vertical extent of the die is about 190 um. For the final database, setup skew stands at 20.9 ps. The first global-routing pass estimated 42600 um of wire. Counting flops and latches in the post-synthesis netlist gives ~340. The residual antenna-violating net count after detailed routing is 0.

The worst hold-check path type is flip-flop to flip-flop. The worst hold path passes through 0 cells. The number of CTS-inserted buffers is 38. The post-synth tally of flip-flops with integrated enable came out at 256. The number of DRC violations after detailed-routing iteration 0 came out at 407. The delay of the slowest cell on the worst path came out at a little over 800 ps. For reference, the most critical setup path is categorized as flip-flop to primary output. The layout overhead on the synthesized area is 14.2%. The clock latency reported for the late side of the worst-skew pair is 530 ps.

STA classifies the critical path startpoint as a flip-flop. The Yosys warning count is 4. In the final layout, the share of cells above drive strength 1 is 0.136. The quantity of I/O buffers inserted on ports came out at 40. The maximum number of buffers from clock root to sink is 3.

The cell count in the Yosys report is 903. All stages included, the depth of the critical timing path comes to 4.

The pin closest to its max-slew limit shows a slew of 907 ps. The maximum fanout along the worst path is 25. The maximum VDD drop came out at 0.000363 V.

The remaining design rule violation count is 0. The number of global-route vias before repair came to roughly 8000. The yosys stat chip area came out at 14600 um2. In this run the count of I/O pins placed on the die edge is 41. The number of gates resized after CTS came out at 0. The number of warnings in the stage logs is 31.

The horizontal die dimension came out at 193 um. Pins over their slew limit in the final report were tallied at 0. After floorplanning, the core was divided into 69 placement rows. The cell at the slowest stage of the critical path is dfrtp_2. The arrival time of the worst setup path is 3200 ps.

The filler cells instantiated in the layout total 2986. The worst path required time is roughly 4000 ps. The report lists the cells along the critical path as buf_4, mux4_1, mux4_2, clkdlybuf4s50_1. The pre-placement core utilization is 0.409.

Broken down by cell family, the worst path's largest delay share belongs to multiplexers. The number of hold-repair buffers added at the cts stage is 0. The max-slew check reports its worst relative slack as 0.393.

Together, buffers and inverters on the worst path number 2. The cell area after placement came out at 15500 um2. The clock sink total came out at 344. Once the clock tree was built, the setup fixing pass inserted 0 buffers. The tightest hold margin came out at 361 ps. The portion of the post-synthesis area used by sequential elements is 0.676.

The half-perimeter wire length after detailed placement is 16500 um. Setup repair after global routing left no endpoint under its margin. TritonCTS built the clock tree. The number of library cell types mapped by synthesis is 54. The via density per instance is 5.24. The average size of a mapped cell is 16.2 um2. The routed layout has 7560 vias. The run reported a max-capacitance violation count of 0.

The area of the mapped netlist is 14600 um2. The initial antenna violation count came out at 0. The count of final hold-check violations came out at 0. The post-route cell area is 16700 um2. The cell chosen for the clock root is clkbuf_16. The per-cell routed wire length is 18.3 um. Looking at the worst setup and hold paths, the clock pins of their registers show a slew of 60 ps. Of the available clock period, the critical path in the final layout requires 0.840.

Entering global routing, the biggest net connects 54 pins. STA classifies the critical path endpoint as a primary output. The placeable core region is approximately 36000 um2. The final critical path time including I/O delays and setup came out at ~4200 ps. Summed over all failing endpoints, the final setup total negative slack is 0 ps. The number of standard cells after synthesis came out at 903.

The upper clock frequency limit is between 200 and 250 MHz. The overall die area is 37400 um2. After its last routability iteration, the placer logged a weighted congestion of 0.816. The final wirelength came out at 26500 um. For this run, the leading register cell type out of synthesis is edfxtp_1. The total global routing track utilization is 0.157.
==> layout make-up <==
type	instances	area [um2]	share of cell area
tap	461	577	0.0345
timing repair buffer	53	495	0.0296
sequential	344	9900	0.592
inverter	36	135	0.00809
multi-input combinational	480	4350	0.260
clock buffer	46	1010	0.0606
clock inverter	23	249	0.0149
==> stage by stage <==
step	power [uW]	std cells	utilization	setup slack (ps)
floorplan	3650	903	-	2410
global placement	3800	1374	0.431	1360
detailed placement	3810	1374	0.431	1320
CTS	6620	1443	0.466	753
global route	6800	1443	0.466	637
finish	6530	1443	0.466	801
==> logic make-up (layout without fill, tap and decap cells) <==
group | after synthesis | in the layout | synth area share
AND/OR/NAND/NOR | 197 | 197 | 0.0655
AND-OR/OR-AND | 95 | 95 | 0.0420
multiplexers | 114 | 114 | 0.137
buffers and inverters | 79 | 158 | 0.0273
adder cells (fa/ha/maj) | 33 | 33 | 0.0282
flip-flops | 344 | 344 | 0.676
XOR/XNOR | 41 | 41 | 0.0245
==> path summary, 6_finish.rpt <==
check | startpoint | endpoint | slack (ps)
worst max register to register | u_rx_fifo.rd_ptr[2] | u_rx_fifo.mem[5][5] | 2190
max in group asynchronous | reset_n | u_tx_fifo.rd_ptr[1] | 3500
worst min-delay path | u_uart_rx.rx_sync_0 | u_uart_rx.rx_sync_1 | 360
worst min register to register | u_uart_rx.rx_sync_0 | u_uart_rx.rx_sync_1 | 360
min in group asynchronous | reset_n | u_rx_fifo.rd_ptr[0] | 500
worst max-delay path | u_rx_fifo.rd_ptr[0] | rx_rd_data[3] | 800
==> synth_stat cells (all sizes together), types with 3 or more instances <==
library cell / n / share of area
clkbuf: 15 / 0.0039
inv: 36 / 0.0092
xor2: 10 / 0.0060
a22o: 9 / 0.0054
mux2i: 38 / 0.026
edfxtp: 256 / 0.53
o22ai: 7 / 0.0030
nor4: 7 / 0.0030
and4: 3 / 0.0018
dfstp: 5 / 0.0090
nand4: 13 / 0.0060
nor2b: 5 / 0.0021
ha: 33 / 0.028
nor3: 11 / 0.0038
and3: 21 / 0.0090
o21ai: 34 / 0.012
nand3b: 3 / 0.0015
a21o: 4 / 0.0021
xnor2: 31 / 0.019
buf: 28 / 0.014
dfrtp: 83 / 0.14
nand2: 50 / 0.013
mux4: 58 / 0.097
nand2b: 6 / 0.0026
nor2: 56 / 0.014
a31oi: 10 / 0.0043
mux2: 18 / 0.014
a21oi: 19 / 0.0068
or3: 3 / 0.0013
nand3: 15 / 0.0051
==> layer usage <==
layer	GRT usage	routed length [um]
met1	0.219	10800
met2	0.246	12800
met3	0.0661	2180
met4	0.0320	637
met5	0	0
==> cell usage in the layout (no fill, tap or decap), types with 3 or more instances in the layout <==
cell type,synthesis,layout
nor2b_1,5,5
ha_1,33,33
nor3_1,11,11
edfxtp_1,256,256
o21ai_0,32,32
nand3b_1,3,3
buf_4,3,14
nand4_1,12,12
clkinv_1,0,5
nand3_1,15,15
clkbuf_16,0,39
mux2_2,18,18
a31oi_1,10,10
nor4_1,7,7
clkinvlp_4,0,3
mux2i_1,38,38
xor2_1,10,10
a21o_1,4,4
and3_1,21,21
dfrtp_1,83,81
and4_1,3,3
mux4_1,30,30
dfstp_2,5,5
nand2b_1,6,6
mux4_2,28,28
bufinv_16,0,4
a21oi_1,18,18
clkinv_2,0,7
xnor2_1,31,31
o22ai_1,7,7
nand2_1,50,50
clkdlybuf4s50_1,0,39
nor2_1,56,56
a22o_1,9,9
clkbuf_1,14,6
or3_1,3,3
inv_1,36,36
==> report_power, final <==
part	leakage, uW	internal [uW]	total (uW)	switching, uW
Combinational	0.00178	176	440	265
Sequential	0.00320	3220	3310	91.8
Clock	0.000611	1660	2780	1110
Total	0.00559	5060	6530	1470
Power and IR drop assume default switching activity.
