===== flow/design.v =====
`timescale 1ns / 1ps
module i2c_master (
    input  logic        clk,
    input  logic        rst_n,
    input  logic        start,
    input  logic [6:0]  addr,
    input  logic        rw,
    input  logic [7:0]  wdata,
    output logic [7:0]  rdata,
    output logic        busy,
    output logic        done,
    output logic        ack_error,
    input  logic        scl_i,
    output logic        scl_o,
    output logic        scl_t,
    input  logic        sda_i,
    output logic        sda_o,
    output logic        sda_t
);
    localparam int CLK_DIV = 250; 
    logic [8:0] clk_cnt;
    logic [1:0] q_cnt;
    logic       tick;
    typedef enum logic [3:0] {
        IDLE, START, ADDR, ACK_ADDR, DATA_TX, ACK_TX,
        DATA_RX, ACK_RX, NACK_RX, STOP
    } state_t;
    state_t state;
    logic [2:0] bit_cnt;
    logic [7:0] shift_reg;
    always_ff @(posedge clk or negedge rst_n) begin
        if (!rst_n) begin
            clk_cnt <= 0;    
            q_cnt   <= 0;    
            tick    <= 1'b0;
        end else begin
            if (busy || start) begin
                if (clk_cnt == CLK_DIV - 1) begin
                    clk_cnt <= 0;  
                    q_cnt   <= q_cnt + 1;
                    tick    <= 1'b1;
                end else begin
                    clk_cnt <= clk_cnt + 1;
                    tick    <= 1'b0;
                end
            end else begin
                clk_cnt <= 0;  
                q_cnt   <= 0;  
                tick    <= 1'b0;
            end
        end
    end
    always_ff @(posedge clk or negedge rst_n) begin
        if (!rst_n) begin
            state     <= IDLE;
            scl_t     <= 1'b1; sda_t <= 1'b1;
            scl_o     <= 1'b0; sda_o <= 1'b0;
            busy      <= 1'b0; done  <= 1'b0;
            ack_error <= 1'b0;
            bit_cnt   <= 3'd7;
            shift_reg <= 0;  
            rdata     <= 0;  
        end else begin
            if (state == IDLE) begin
                scl_t <= 1'b1;
                sda_t <= 1'b1;
                done  <= 1'b0;
                if (start) begin
                    state     <= START;
                    busy      <= 1'b1;
                    ack_error <= 1'b0;
                    shift_reg <= {addr, rw};
                end else begin
                    busy <= 1'b0;
                end
            end
            else if (tick) begin
                case (q_cnt)
                    0: scl_t <= 1'b0; 
                    1: scl_t <= 1'b0; 
                    2: scl_t <= 1'b1; 
                    3: scl_t <= 1'b1; 
                endcase
                case (state)
                    START: begin
                        if (q_cnt == 0) begin scl_t <= 1'b1; sda_t <= 1'b1; end
                        if (q_cnt == 1) begin scl_t <= 1'b1; sda_t <= 1'b0; end
                        if (q_cnt == 2) begin scl_t <= 1'b1; sda_t <= 1'b0; end
                        if (q_cnt == 3) begin scl_t <= 1'b0; sda_t <= 1'b0; state <= ADDR; bit_cnt <= 7; end
                    end
                    ADDR: begin
                        if (q_cnt == 0) begin 
                            if (shift_reg[7]) sda_t <= 1'b1; 
                            else              sda_t <= 1'b0; 
                        end
                        if (q_cnt == 3) begin
                            if (bit_cnt == 0) state <= ACK_ADDR;
                            else begin
                                bit_cnt   <= bit_cnt - 1;
                                shift_reg <= {shift_reg[6:0], 1'b0};
                            end
                        end
                    end
                    ACK_ADDR: begin
                        if (q_cnt == 0) sda_t <= 1'b1;  
                        if (q_cnt == 2) begin 
                            if (sda_i == 1'b1) ack_error <= 1'b1; 
                        end
                        if (q_cnt == 3) begin
                            if (ack_error) state <= STOP; 
                            else if (shift_reg[0]) begin  
                                state <= DATA_RX; 
                                bit_cnt <= 7;
                            end else begin  
                                state <= DATA_TX;
                                bit_cnt <= 7;
                                shift_reg <= wdata; 
                            end
                        end
                    end
                    DATA_TX: begin
                        if (q_cnt == 0) begin
                            if (shift_reg[7]) sda_t <= 1'b1; 
                            else              sda_t <= 1'b0; 
                        end
                        if (q_cnt == 3) begin
                            if (bit_cnt == 0) state <= ACK_TX;
                            else begin
                                bit_cnt   <= bit_cnt - 1;
                                shift_reg <= {shift_reg[6:0], 1'b0};
                            end
                        end
                    end
                    ACK_TX: begin
                        if (q_cnt == 0) sda_t <= 1'b1; 
                        if (q_cnt == 2) begin
                             if (sda_i == 1'b1) ack_error <= 1'b1; 
                        end
                        if (q_cnt == 3) state <= STOP; 
                    end
                    STOP: begin
                        if (q_cnt == 0) begin scl_t <= 1'b0; sda_t <= 1'b0; end
                        if (q_cnt == 1) begin scl_t <= 1'b1; sda_t <= 1'b0; end
                        if (q_cnt == 2) begin scl_t <= 1'b1; sda_t <= 1'b1; done <= 1'b1; busy <= 1'b0; state <= IDLE; end
                    end
                endcase
            end
        end
    end
endmodule

===== flow/constraint.sdc =====
current_design i2c_master

set clk_period 4.9
set clk_io_pct 0.2

create_clock -name clk0 -period $clk_period [get_ports {clk}]

set non_clock_inputs [all_inputs -no_clocks]
set_input_delay [expr $clk_period * $clk_io_pct] -clock clk0 $non_clock_inputs
set_output_delay [expr $clk_period * $clk_io_pct] -clock clk0 [all_outputs]

===== flow/run.sh =====
#!/bin/bash
# OpenROAD 26Q1-2900-gdf79404cd8, Yosys 0.63+post, stock flow scripts
make -C /OpenROAD-flow-scripts/flow DESIGN_CONFIG=/design/flow/config.mk WORK_HOME=/design/flow/orfs finish

===== flow/config.mk =====
export PLATFORM = sky130hd
export DESIGN_NAME = i2c_master
export DESIGN_NICKNAME = i2c_master
export VERILOG_FILES = /design/flow/design.v
export SDC_FILE = /design/flow/constraint.sdc
export NUM_CORES = 4
export LEC_CHECK = 1
export CORE_UTILIZATION = 30

==> flow_summary.ini <==
; generated from flow reports
[status]
status = finished clean

[logic_synthesis]
synth_adder_area_share_pct = 5.515
ys_area_um2 = 2042
yosysUniqueCellTypes = 49
logic_family = simple AND/OR/NAND/NOR gates
synth.avg_cell_area_um2 = 9.542
synth_area_um2 = 2042
ys_seq_share_pct = 43.26
synth_cells = 214
edf_count = 0
topCellsByArea = dfrtp_1 (36%), dfstp_2 (7.7%), ha_1 (5.5%), nor2_1 (4.6%), mux2_2 (4.4%)
synth.area.mux_share_pct = 5.944
ys_sh_simple_pct = 19.42
yosysCellCount = 214
synth_top_cell_by_area = dfrtp_1
synth_xor_xnor_area_share_pct = 3.431
async_flop_share_pct = 100.0
ff_type = dfrtp_1
ys.flops = 35
ys_sh_aoi_pct = 14.28
top_cell_area_share_pct = 35.54
synth_warnings = 1

[clock_network]
cts.sinks = 35
post_cts_resized = 0
ctsRootBufferMaster = clkbuf_8
postCtsSetupRepairBufs = 0
cts_tree = done
cts.path.max_buffers = 2
worstSkewPairLatency_ns = 0.29
numCtsBuffers = 5
path_clk_slew_ns = 0.07
htree_levels = 2
cts_hold_buf = 0

[min_path]
timing.hold.worst.class = flip-flop to flip-flop
hp-start = clk_cnt[0]$_DFF_PN0_
min_delay_path_depth = 1
holdPathEnd = clk_cnt[0]$_DFF_PN0_

[floorplan]
core-area_um2 = 6459
io_pins = 36
rows = 29
die_w_um = 84.50
die_area_um2 = 7140
initial_core_util_pct = 31.62
die_y_um = 84.50

[routing]
drcViolationCount = 0
avgRoutedWirePerCell_um = 12.38
diodes = 0
drtIter0Drc = 107
drtPass1Iterations = 4
drtAntennaViolNets = 0
wirelength_mm = 3.875
vias = 1517
via_per_inst = 4.847

[power_and_ir_drop]
power_density_nw_per_um2 = 274.4
p_leak_uw = 0.001026
irDropWorstVdd_uv = 197.9
p_total_uw = 660.6

[sta]
max_freq_mhz = 402.6
maxSlewViolCount = 0
fin_crit_ns = 2.484
setup_viol = 0
rsz0062_at_grt = false
holdWs_ns = 0.4878
setup_ws_ns = 2.416
hold_violations = 0
worstMarginPinSlew_ns = 0.5642
fin_tns_setup_ns = 0
fin_worst_skew_ns = 0.01004
slew_headroom_pct = 62.38
finalCritPeriodShare_pct = 50.69

[placed_design]
pre_cts_slack_ns = 2.078
place_congestion = 0.7968
post-dp-hpwl_mm = 2.688
port_buffers = 24

[grt]
use_met3_pct = 2.191
grt_max_degree = 36
grt_pass1_vias = 1442
met1_usage_pct = 19.39
grt-ovfl-total = 0
grt_usage_pct = 11.92
grt_pass1_wl_mm = 6.762
antenna_found_initial = 0
gr-max-usage-layer = met1
met2_usage_pct = 17.74

[run]
warnings = 32
drv_cap = 0

[final_layout]
final_util_pct = 37.27
filler_cell_count = 658
largest_reg_flops = 9
area_delta_synth_final_pct = 17.89
layout-drive-gt1-share_pct = 12.29

[worst_setup_path]
crit_type = primary input to flip-flop
cp-end-kind = flip-flop
r2r_setup_slack_ns = 2.83
crit_fanout = 7
cp-start-kind = primary input
rr_startpoint = state[0]$_DFF_PN1_
crit_required_ns = 5.07
reg2regPathDepth = 4
worstReg2RegEnd = shift_reg[3]$_DFFE_PN0P_
critical_path_arrival_ns = 2.66
## placed cells by master (no fill, tap or decap), drive strengths merged, types with 3 or more instances in the layout
cell type,instances
a21oi,12
and3,4
clkbuf,5
clkdlybuf4s50,24
conb,10
dfrtp,29
dfstp,6
ha,9
inv,10
mux2,9
nand2,20
nand3,6
nor2,25
nor4,3
nor4b,7
o21ai,15
xnor2,6
## per-stage QoR
step | cells | cell area (um2)
finish | 313 | 2407
global route | 313 | 2407
CTS | 313 | 2407
detailed placement | 305 | 2295
global placement | 305 | 2295
floorplan | 223 | 2076
## worst max-delay path by stage
stage / startpoint / to / slack [ns] / cells after the start
final: start / shift_reg[3]$_DFFE_PN0P_ / 2.42 / 5
after global routing: start / shift_reg[6]$_DFFE_PN0P_ / 2.30 / 5
after CTS: start / shift_reg[3]$_DFFE_PN0P_ / 2.39 / 5
## worst max-delay path, cell delays in order
cell             delay [ns]
clkdlybuf4s50_1        0.60
mux2_1                 0.19
o31ai_2                0.10
nor3_4                 0.40
mux2_2                 0.38
## cells in the mapped netlist (2+ instances only)
library cell	count
nor4_1	3
mux2_2	8
dfstp_2	6
nand2b_1	2
buf_4	11
dfrtp_1	29
nor4b_1	7
o21ai_0	13
mux2i_1	2
a22o_1	2
xnor2_1	6
nor2_1	25
nor2b_1	2
inv_1	10
xor2_1	2
ha_1	9
nand3_1	6
clkbuf_1	7
a21oi_1	12
and3_1	4
nand2_1	20
## area by class of cell
type / instances / area [um2] / area share, %
inverter: 10 / 37.54 / 1.559
timing repair buffer: 25 / 247.7 / 10.29
multi-input combinational: 158 / 1030 / 42.78
tap: 77 / 96.34 / 4.002
clock inverter: 3 / 43.79 / 1.819
sequential: 35 / 883.3 / 36.69
clock buffer: 5 / 68.82 / 2.859
## cells by family (layout without fill, tap and decap cells)
family,count (synthesis),in the layout
AND/OR/NAND/NOR,78,78
AND-OR/OR-AND,42,42
flip-flops,35,35
buffers and inverters,30,43
multiplexers,11,11
adder cells (fa/ha/maj),9,9
XOR/XNOR,8,8
other,1,10
## report_power, final
| group | leakage [uW] | switching [uW] | internal (uW) | total, uW |
|---|---|---|---|---|
| combinational | 0.000527 | 30.5 | 42.5 | 73.0 |
| sequential | 0.000441 | 19.7 | 310 | 329 |
| clock | 0.0000581 | 107 | 151 | 258 |
## metal layers
layer,routed length [um],vias to the layer above
li1,-,767
met1,1988,709
met2,1697,35
met3,142,6
met4,46,0
met5,0,-
No activity file was given, so power comes from the tool's default toggle rates.
