==> flow/design.v <==
`timescale 1ns / 1ps
module spi_ip #
(
    parameter integer C_S_AXI_DATA_WIDTH = 32,
    parameter integer C_S_AXI_ADDR_WIDTH = 4
)
(
    input  logic                                s_axi_aclk,
    input  logic                                s_axi_aresetn,
    input  logic [C_S_AXI_ADDR_WIDTH-1 : 0]     s_axi_awaddr,
    input  logic [2 : 0]                        s_axi_awprot,
    input  logic                                s_axi_awvalid,
    output logic                                s_axi_awready,
    input  logic [C_S_AXI_DATA_WIDTH-1 : 0]     s_axi_wdata,
    input  logic [(C_S_AXI_DATA_WIDTH/8)-1 : 0] s_axi_wstrb,
    input  logic                                s_axi_wvalid,
    output logic                                s_axi_wready,
    output logic [1 : 0]                        s_axi_bresp,
    output logic                                s_axi_bvalid,
    input  logic                                s_axi_bready,
    input  logic [C_S_AXI_ADDR_WIDTH-1 : 0]     s_axi_araddr,
    input  logic [2 : 0]                        s_axi_arprot,
    input  logic                                s_axi_arvalid,
    output logic                                s_axi_arready,
    output logic [C_S_AXI_DATA_WIDTH-1 : 0]     s_axi_rdata,
    output logic [1 : 0]                        s_axi_rresp,
    output logic                                s_axi_rvalid,
    input  logic                                s_axi_rready,
    output logic                                spi_sclk,
    output logic                                spi_mosi,
    input  logic                                spi_miso,
    output logic                                spi_cs_n
);
    logic [31:0] reg0_ctrl;
    logic [31:0] reg1_status; 
    logic [31:0] reg2_tx;
    logic [31:0] reg3_rx;     
    logic axi_awready, axi_wready, axi_arready, axi_rvalid, axi_bvalid;
    logic [C_S_AXI_ADDR_WIDTH-1 : 0] axi_awaddr;
    logic [C_S_AXI_ADDR_WIDTH-1 : 0] axi_araddr;
    logic [C_S_AXI_DATA_WIDTH-1 : 0] axi_rdata;
    logic        spi_start;
    logic        spi_busy;
    logic        spi_done;
    logic [7:0]  spi_tx_data;
    logic [7:0]  spi_rx_data;
    assign s_axi_awready = axi_awready;
    assign s_axi_wready  = axi_wready;
    assign s_axi_bvalid  = axi_bvalid;
    assign s_axi_bresp   = 2'b00;  
    assign s_axi_arready = axi_arready;
    assign s_axi_rvalid  = axi_rvalid;
    assign s_axi_rdata   = axi_rdata;
    assign s_axi_rresp   = 2'b00;  
    spi_master u_spi_master (
        .clk     (s_axi_aclk),
        .rst_n   (s_axi_aresetn), 
        .start   (spi_start),
        .tx_data (spi_tx_data),
        .rx_data (spi_rx_data),
        .busy    (spi_busy),
        .done    (spi_done),
        .sclk    (spi_sclk),
        .mosi    (spi_mosi),
        .miso    (spi_miso),
        .cs_n    (spi_cs_n)
    );
    assign spi_start   = reg0_ctrl[0]; 
    assign spi_tx_data = reg2_tx[7:0];
    always_ff @(posedge s_axi_aclk) begin
        if (!s_axi_aresetn) begin
            axi_awready <= 1'b0;
            axi_wready  <= 1'b0;
            axi_bvalid  <= 1'b0;
            reg0_ctrl   <= 32'b0;
            reg2_tx     <= 32'b0;
        end else begin
            if (~axi_awready && s_axi_awvalid && s_axi_wvalid) begin
                axi_awready <= 1'b1;
                axi_wready  <= 1'b1;
                axi_awaddr  <= s_axi_awaddr; 
            end else begin
                axi_awready <= 1'b0;
                axi_wready  <= 1'b0;
            end
            if (axi_awready && axi_wready) begin
                case (axi_awaddr[3:2]) 
                    2'b00: reg0_ctrl <= s_axi_wdata;  
                    2'b10: reg2_tx   <= s_axi_wdata;  
                    default: ;
                endcase
            end
            if (axi_awready && axi_wready) begin
                axi_bvalid <= 1'b1;
            end else if (s_axi_bready && axi_bvalid) begin
                axi_bvalid <= 1'b0;
            end
        end
    end
    always_ff @(posedge s_axi_aclk) begin
        if (!s_axi_aresetn) begin
            axi_arready <= 1'b0;
            axi_rvalid  <= 1'b0;
            axi_rdata   <= 32'b0;
        end else begin
            if (~axi_arready && s_axi_arvalid) begin
                axi_arready <= 1'b1;
                axi_araddr  <= s_axi_araddr;
            end else begin
                axi_arready <= 1'b0;
            end
            if (axi_arready && s_axi_arvalid && ~axi_rvalid) begin
                axi_rvalid <= 1'b1;
                case (axi_araddr[3:2])
                    2'b00: axi_rdata <= reg0_ctrl; 
                    2'b01: axi_rdata <= {30'b0, spi_done, spi_busy};  
                    2'b10: axi_rdata <= reg2_tx;
                    2'b11: axi_rdata <= {24'b0, spi_rx_data};         
                    default: axi_rdata <= 32'b0;
                endcase
            end else if (axi_rvalid && s_axi_rready) begin
                axi_rvalid <= 1'b0;
            end
        end
    end
endmodule
`timescale 1ns / 1ps
module spi_master (
    input  logic        clk,         
    input  logic        rst_n,       
    input  logic        start,       
    input  logic [7:0]  tx_data,     
    output logic [7:0]  rx_data,     
    output logic        busy,        
    output logic        done,        
    output logic        sclk,        
    output logic        mosi,        
    input  logic        miso,        
    output logic        cs_n         
);
    localparam int CLK_DIV = 100;        
    localparam int CNT_MID = CLK_DIV/2;  
    typedef enum logic [1:0] {
        IDLE,
        START,
        TRANS,
        DONE_STATE
    } state_t;
    state_t state;   
    logic [6:0] clk_cnt;     
    logic [2:0] bit_cnt;     
    logic [7:0] shift_reg;   
    always_ff @(posedge clk or negedge rst_n) begin
        if (!rst_n) begin
            state     <= IDLE;
            cs_n      <= 1'b1;
            sclk      <= 1'b0;   
            mosi      <= 1'b0;
            busy      <= 1'b0;
            done      <= 1'b0;
            rx_data   <= 8'b0;
            clk_cnt   <= '0;     
            bit_cnt   <= '0;
            shift_reg <= '0;
        end else begin
            case (state)
                IDLE: begin
                    cs_n <= 1'b1;
                    sclk <= 1'b0;
                    done <= 1'b0;
                    if (start) begin
                        shift_reg <= tx_data;  
                        busy      <= 1'b1;
                        state     <= START;
                    end else begin
                        busy      <= 1'b0;
                    end
                end
                START: begin
                    clk_cnt <= '0;
                    bit_cnt <= 3'd7; 
                    cs_n    <= 1'b0;       
                    mosi    <= shift_reg[7]; 
                    state   <= TRANS;
                end
                TRANS: begin
                    if (clk_cnt < CLK_DIV - 1) 
                        clk_cnt <= clk_cnt + 1;
                    else 
                        clk_cnt <= '0;
                    if (clk_cnt == 0) begin
                        sclk <= 1'b0; 
                    end
                    else if (clk_cnt == CNT_MID) begin
                        sclk <= 1'b1;          
                        shift_reg[0] <= miso;  
                    end
                    else if (clk_cnt == CLK_DIV - 1) begin
                        sclk <= 1'b0;          
                        if (bit_cnt > 0) begin
                            bit_cnt <= bit_cnt - 1;
                            shift_reg <= {shift_reg[6:0], 1'b0}; 
                            mosi      <= shift_reg[6];  
                        end else begin
                            state <= DONE_STATE;  
                        end
                    end
                end
                DONE_STATE: begin
                    cs_n    <= 1'b1;
                    busy    <= 1'b0;
                    done    <= 1'b1;       
                    rx_data <= shift_reg;  
                    state   <= IDLE;
                end
                default: state <= IDLE;
            endcase
        end
    end
endmodule
==> flow/run.sh <==
#!/bin/bash
# OpenROAD 26Q1-2900-gdf79404cd8, Yosys 0.63+post, stock flow scripts
make -C /OpenROAD-flow-scripts/flow DESIGN_CONFIG=/design/flow/config.mk WORK_HOME=/design/flow/orfs finish
==> flow/config.mk <==
export PLATFORM = sky130hd
export DESIGN_NAME = spi_ip
export DESIGN_NICKNAME = spi_ip
export VERILOG_FILES = /design/flow/design.v
export SDC_FILE = /design/flow/constraint.sdc
export NUM_CORES = 4
export LEC_CHECK = 1
export CORE_UTILIZATION = 40
==> flow/constraint.sdc <==
current_design spi_ip

set clk_period 5.1
set clk_io_pct 0.2

create_clock -name clk0 -period $clk_period [get_ports {s_axi_aclk}]

set non_clock_inputs [all_inputs -no_clocks]
set_input_delay [expr $clk_period * $clk_io_pct] -clock clk0 $non_clock_inputs
set_output_delay [expr $clk_period * $clk_io_pct] -clock clk0 [all_outputs]
==> run notes <==
run metrics: clk_skew=7.29 ps, WP buf/inv=1, met3 usage=3.85%, Tool Warnings=between 40 and 50, floorplan core density=between 40% and 50%, sequential share of the synthesized area=between 40 and 50%, clk sinks=around 140, Synth Register Bits=between 100 and 150, Net Switching=between 0.0004 and 0.0005 W, relative slew slack=a little over half, total CTS buffers=17, P&R area growth vs syn=25.1%, Mean Syn Cell Area=between 9 and 10 µm², Worst-Margin Slew=slightly below 700 ps, CTS tree=built, core area=between 10000 and 15000 µm², first-pass GRT wire length=approximately 22000 µm, Slew Viols, Final=0, post-route ant nets=0, Yosys cell types=~50, DRC Markers=0, Data arrival, critical path=approximately 1400 ps, Clock Latency Late Sink=about 410 ps, chip width=roughly 120 µm, fin crit share=between 40% and 50%, yosys stat cell total=roughly 640, routability cong.=around 0.82, cell area after synthesis=6010 µm², # rows=approximately 44, CP top delay family=buffers and inverters, gr ovfl total=0, overall power=0.00239 W, yosys warns=2, drt pass-1 iters=4, final tally of setup violations=0, post-synthesis cell count=roughly 640, Startpoint Class=flip-flop, Setup TNS=0 ps, commonest non-fill, non-tap cells in the layout=nand2_1, dfxtp_1, clkdlybuf4s50_1, a21boi_0, Top Registers=axi_rdata: 32 flops, reg0_ctrl: 32 flops, reg2_tx: 32 flops, worst-case vdd ir drop=~0.2 mV, status=finished clean, main flop type=dfxtp_1, Worst Hold Class=reg -> reg, critical path capture point type=output port, GRT Util Overall=around 18%, LEAKAGE=2.87 nW, Logic area=2770 µm², Clock Tree Root=clkbuf_16, final hold viol count=0, met2 Use GR=between 20 and 30%, ys async rst share=around 25%, Critical Path RT=4080 ps, sw frac=between 20 and 25%, via density per instance=slightly above 5, final worst setup slack=about 2700 ps, # diodes=0, Clock Path Buffers=2, layout cells sized above 1=between 10% and 20%, post_cts resized=0, largest net degree at the start of global routing=about 80, slowest CP cell=clkdlybuf4s50_1, via count=~4600, top-level I/O count=just over 100, Crit Path Class=reg -> out, crit-path cells=clkdlybuf4s50_1, fin util=51.5%, Register Area=about 3000 µm², DP Wirelength=8050 µm, pre-CTS setup slack=2520 ps, Post-synth EDFFs=4, placed cell count=just under 900, vias in the first global route=about 4400, most used routing layer in global routing=met2, Peak Freq=around 420 MHz, initial antenna violation count=0, sequential group share of total power=a little under half, RSZ-0062 raised after global routing=no, WL per Instance=14.6 µm, Max-Cap Viols=0, Final Instance Count excl. Fillers=between 800 and 900, setup bufs post-CTS=0, Int Power=~0.0019 W, hold_buf cts=0, H-Tree Depth=4, Die Size=15500 µm², grt met1 use=~27%, fin crit period=2410 ps, Yosys chip area=about 6000 µm², Clk pwr share=48.8%, total power per unit cell area=318 nW/µm², Filler cells=between 1000 and 1500, clk slew on worst S/H paths=60 ps, initial DRC count=~240, Die H=between 100 and 150 µm, slowest stage delay, CP=520 ps, most instantiated logic cell after routing=nand2_1, DRT Wirelength=about 13000 µm, Crit Path Max Fanout=9, Port Buf Inserts=roughly 83, Logic pwr share=4.7%
[power by group through the flow]
| stage | clock, W | sequential [W] | combinational (W) |
|---|---|---|---|
| finish | 0.00117 | 0.00111 | 0.000111 |
| global route | 0.00125 | 0.00111 | 0.000121 |
| CTS | 0.00119 | 0.00111 | 0.000113 |
[cells in the mapped netlist (all sizes together), types with 2 or more instances]
cell type,number,share of area (%)
clkbuf,36,2.2
mux4,2,0.75
o21bai,2,0.44
inv,12,0.75
o21ai,6,0.50
nand3b,2,0.25
nand4,2,0.21
nor2,13,0.81
buf,13,1.3
mux2,23,4.3
a21oi,26,2.2
a211oi,2,0.25
a31oi,2,0.21
nand3,2,0.17
o21a,4,0.50
nand2,144,9.0
nor3,26,2.2
dfrtp,33,14
ha,5,1.0
a21boi,67,8.4
and4b,2,0.33
o211ai,10,1.2
and2,2,0.21
dfxtp,100,33
a22oi,2,0.25
and3,3,0.35
mux2i,33,5.5
a21o,4,0.50
nor3b,4,0.69
nor2b,29,3.0
o211a,6,1.0
edfxtp,4,2.0
nand2b,2,0.21
nor4,3,0.31
dfstp,2,0.87
[routing by layer]
metal | up-vias | routed length, µm
met5 | - | 0
met4 | 0 | 195
met3 | 14 | 590
met2 | 86 | 5990
met1 | 2204 | 6320
li1 | 2297 | -
[worst paths after layout]
| path | start | to | slack, ps | cells after the start |
|---|---|---|---|---|
| max | axi_wready | s_axi_wready | 2690 | 1 |
| min | reg0_ctrl[20] | reg0_ctrl[20] | 460 | 2 |
| max reg2reg | u_spi_master.clk_cnt[0] | u_spi_master.bit_cnt[1] | 3220 | 5 |
| min reg2reg | reg0_ctrl[20] | reg0_ctrl[20] | 460 | 2 |
| max in group asynchronous | s_axi_aresetn | u_spi_master.clk_cnt[3] | 3400 | 2 |
| min in group asynchronous | s_axi_aresetn | u_spi_master.shift_reg[6] | 630 | 1 |
[logic make-up (layout without fill, tap and decap cells)]
logic type / after synthesis / count (layout) / synth area share [%]
buf+inv: 61 / 137 / 4.27
other cells: 1 / 4 / 0.0624
xor+xnor: 1 / 1 / 0.146
fa+ha+maj: 5 / 5 / 1.04
simple gates: 237 / 237 / 18.2
flops: 139 / 139 / 49.9
mux: 58 / 58 / 10.6
compound gates: 134 / 134 / 15.8
[worst register-to-register path: stages, from the launching register on]
cell and delay [ps]:
dfrtp_1 420, ha_1 270, nand3_1 170, nor3b_4 410
mux2_2 390, a22oi_1 150
[stage by stage]
stage          hold WS (ps)  area, µm²
6_report                464       7520
3_3_place_gp            450       6950
5_1_grt                 481       7520
3_5_place_dp            457       6950
4_1_cts                 465       7520
2_1_floorplan           426       6020
[layout make-up]
cell class	count	area share (%)
inverters	12	0.599
clock buffers	26	6.77
multi-input cells	439	36.8
well taps	184	3.06
clock inverters	6	0.799
flip-flops and latches	139	39.9
repair buffers	93	12.0
Power is estimated from default activity; no workload was simulated.
